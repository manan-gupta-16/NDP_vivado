<file path="run.sh">
#!/bin/bash
# OpenROAD 26Q1-2900-gdf79404cd8, Yosys 0.63+post, stock flow scripts
make -C /OpenROAD-flow-scripts/flow DESIGN_CONFIG=/design/flow/config.mk WORK_HOME=/design/flow/orfs finish
</file>
<file path="config.mk">
export PLATFORM = sky130hd
export DESIGN_NAME = adress_checker
export DESIGN_NICKNAME = adress_checker
export VERILOG_FILES = /design/flow/design.v
export SDC_FILE = /design/flow/constraint.sdc
export NUM_CORES = 4
export LEC_CHECK = 1
export CORE_UTILIZATION = 50
</file>
<file path="constraint.sdc">
current_design adress_checker

set clk_period 19.5
set clk_io_pct 0.2

create_clock -name clk0 -period $clk_period [get_ports {clk}]

set non_clock_inputs [all_inputs -no_clocks]
set_input_delay [expr $clk_period * $clk_io_pct] -clock clk0 $non_clock_inputs
set_output_delay [expr $clk_period * $clk_io_pct] -clock clk0 [all_outputs]
</file>
<file path="design.v">
`timescale 1ns / 1ps
module adress_checker(
    input clk,
    input rst,
    input [63:0] address,          
    input [63:0] size,             
    input valid,                   
    input [3:0] start,
    input [3:0] complete,
    output reg [1:0] dependency    
    );
reg [63:0] address_buffer [0:2];
reg [63:0] end_address_buffer [0:2];
reg [63:0] size_buffer [0:2];
reg [3:0] count;
reg decision;
wire [63:0] end_address;
wire [3:0] count_wire;
assign count_wire = count;
assign end_address = address + size - 1'b1;
always @ (posedge clk) begin
    if(~rst) begin
        for(int i=0;i<4;i++) begin
            address_buffer[i] <= 0;
            size_buffer[i] <= 0;  
            end_address_buffer[i] <= 0;
        end 
        count <= 0;
        dependency <= 0;
    end
    else if(valid) begin
        if(count_wire != 2'b11) begin
            count <= count + 1'b1;
            case (complete)
                4'b1xxx:  begin 
                            address_buffer[0] <= address;
                            size_buffer[0] <= size;
                            end_address_buffer[0] <= address + size - 1'b1;
                        end
                4'b01xx:  begin 
                                address_buffer[1] <= address;
                                size_buffer[1] <= size;
                                end_address_buffer[1] <= address + size - 1'b1;
                         end                    
                 4'b001x:  begin 
                                 address_buffer[2] <= address;
                                 size_buffer[2] <= size;
                                 end_address_buffer[2] <= address + size - 1'b1;
                         end
                 4'b0001:  begin 
                                  address_buffer[3] <= address;
                                  size_buffer[3] <= size;
                                  end_address_buffer[3] <= address + size - 1'b1;
                         end
            endcase
        end
        case (count_wire)
            2'b00:  dependency <= 0; 
            2'b01:  begin
                        if(decision) dependency <= 0;
                        else dependency <= 1;
                    end
            2'b10:  begin
                         if(decision) dependency <= 0;
                         else dependency <= 1;
                    end 
            2'b11:  dependency <= 2'b11;  
        endcase
    end  
end
always @(*) begin
    if(valid) begin
        case (count_wire)
            2'b00: begin
                        decision = 1;     
                   end
            2'b01: begin
                         if((address <= address_buffer[0] & end_address >= address_buffer[0]) | 
                         (address <= end_address_buffer[0] & end_address >= address_buffer[0])) begin
                            decision = 0;
                         end
                         else begin decision = 1; end
                   end
            2'b10: begin
                         if((end_address < address_buffer[0] & end_address < address_buffer[1]) | (address > end_address_buffer[0] & end_address < address_buffer[1]) | (address > end_address_buffer[1] & end_address < address_buffer[0]) | (address > end_address_buffer[0] & address > end_address_buffer[1])) begin
                            decision = 1;
                         end
                         else begin decision = 0; end 
                   end 
            2'b11: begin
                         if((end_address < address_buffer[0] & end_address < address_buffer[1] & end_address < address_buffer[2]) | 
                         (address > end_address_buffer[0] & address > end_address_buffer[1] & address > end_address_buffer[2])) begin
                            decision = 1; 
                         end 
                         else begin decision = 0; end
                   end  
        endcase   
    end
    else begin
        decision = 0;
    end
end
endmodule
</file>
==> results_slide.txt <==
Run Summary

STA
  – Worst-Margin Slew: 0.983 ns
  – Endpoints left unconstrained: 1
  – RSZ-0062 raised after global routing: false
  – Setup TNS: 0 ns
  – Setup Skew: 0.0102 ns
  – Maximum clock frequency: 112 MHz
  – Setup violation total in the final timing report: 0
  – Min Clock Period, post-route: 8.91 ns
  – Register pins left without a clock: 1
  – Final Hold Fails: 0
  – Slew Limit Fails: 0
  – Period utilization: 45.7%
  – Setup ws final: 10.59 ns
  – Slew headroom: 34.5%

Routing
  – DRT Wirelength: 88,400 µm
  – Via density: 5.43
  – DRC errors left: 0
  – Routed len/inst: 17.9 µm
  – DRT antenna net count: 0
  – Pre-Repair DR Iteration Count: 7
  – Total number of vias: 26,900
  – Initial DRC Count: 1,605

Clocking
  – PostCTS Resize Cnt: 0
  – Total CTS buffers: 49
  – Clock Tree Root: clkbuf_16
  – Post-CTS Hold Buffers: 0
  – H-tree depth: 2
  – Post-CTS setup repair buffer count: 0
  – CTS tree: built
  – CTS Buffer Depth: 3
  – Latency at later pin: 0.60 ns
  – CTS clk-pin slew, worst paths: 0.06 ns

Critical path
  – Critical Path Max Stage Delay: 0.94 ns
  – Startpoint types: input port
  – Slowest cell on the critical path: a32oi_1
  – WP data arrival: 9.37 ns
  – Critical path endpoint category: flop
  – Crit path cell chain: clkdlybuf4s50_1 -> inv_1 -> ha_1 -> inv_1 -> ha_1 -> a21oi_1 -> o22ai_1 -> a221oi_1 -> nand4_1 -> a32oi_1 -> a31oi_1 -> a221o_1 -> a21oi_1 -> xnor2_1 -> o21ai_0
  – Crit Path Max Fanout: 8
  – Crit Path Class: input port to flop
  – Data required time of the worst path: 19.96 ns

Synthesis
  – Post-Syn Instances: 4,080
  – Yosys warns: 4
  – Synth unique cells: 66
  – Yosys top cell by area: dfxtp_1
  – AO/OA Area Share: 19.1%
  – Synth Area in Simple Gates: 17.8%
  – Synth flops: 391
  – Yosys stat area: 0.0298 mm²
  – Number of synthesized flops with an enable pin: 0
  – Most frequent cell after synthesis: nand2_1
  – Main logic family: adder cells
  – Max-area cell share: 26.2%
  – Syn Area/Cell: 7.32 µm²
  – Synth area leaders: dfxtp_1 (26%), ha_1 (24%), nand2_1 (9.2%)
  – Adder share: 24.1%
  – MUX area fraction: 0.360%
  – Asr flop ratio synth: 0%
  – Synthesized area: 0.0298 mm²
  – Xor/xnor share of the synthesized area: 1.85%
  – Top_reg_cell synth: dfxtp_1
  – Top cells by count: nand2_1 (729), inv_1 (681), ha_1 (574)
  – Yosys Instances: 4,080

Job
  – Log Warnings: 35
  – MaxCap Viol Count: 0

Floorplan
  – Core ar.: 0.0590 mm²
  – Die H: 246 µm
  – IO Pins: 141
  – FP Rows: 89
  – Chip area: 0.0607 mm²
  – Die width: 246 µm
  – Starting Density: 50.6%

Global route
  – Gr usage total: 30.3%
  – Initial antenna violation count: 3
  – Total grt overflow: 0
  – Vias in the first global route: 24,800
  – Largest net degree at the start of global routing: 101
  – First-pass GRT wire length: 139,000 µm

Power and ir drop
  – Clock network power share: 32.4%
  – Max IR drop VDD: 68.0 µV
  – Leakage: 13.9 nW
  – NetSw: 0.00104 W
  – Switching Fraction: 36.9%
  – Sequential share of power: 30.5%
  – Comb power frac: 37.1%
  – P_int: 0.00177 W
  – Pwr dens: 84.0 mW/mm²
  – Design Power: 0.00281 W

Cells and area
  – Layout cells sized above 1: 3.09%
  – Utilization after layout: 56.7%
  – Fin area: 0.0334 mm²
  – Area growth syn-to-layout: 12.0%

Place
  – GP Congestion: 0.924
  – Worst slack, placed: 10.13 ns
  – Input/output buffers: 135
  – Area of placed instances: 0.0319 mm²
  – HPWL after detailed placement: 64,900 µm

Hold path
  – Hold Crit Class: flop to flop

Run status
  – Run status: complete, no violations
[power groups by stage]
| stage | Combinational [W] | Sequential [W] | Clock (W) |
|---|---|---|---|
| final | 0.00104 | 0.000858 | 0.000910 |
| after global routing | 0.00119 | 0.000863 | 0.000959 |
| after CTS | 0.00104 | 0.000858 | 0.000928 |
[kinds of logic (layout without fill, tap and decap cells)]
kind of cell    Yosys count  in the layout
compound gates          974            974
mux                      10             10
fa+ha+maj               575            575
flops                   390            390
other cells               0              2
xor+xnor                 63             63
latches                   1              1
buf+inv                 840            937
simple gates           1227           1227
[sequential cells by signal, summed over array words and instances (netlist names)]
| register | flops |
|---|---|
| address_buffer | 192 |
| end_address_buffer | 192 |
| decision | 1 |
| dependency | 2 |
| count | 4 |
[area by class of cell]
type | count | area (µm²)
well taps | 773 | 967
clock inverters | 8 | 93.8
fillers | 5669 | 25600
inverters | 681 | 2560
clock buffers | 79 | 1470
repair buffers | 169 | 1610
flip-flops and latches | 391 | 7820
diodes | 2 | 5.00
multi-input cells | 2849 | 18900
[critical path: cells and delay by family]
family / cells / cell delay, ns
AND-OR/OR-AND: 8 / 3.07
buffers and inverters: 3 / 0.92
adder cells (fa/ha/maj): 2 / 0.70
AND/OR/NAND/NOR: 1 / 0.48
XOR/XNOR: 1 / 0.27
[per-stage QoR]
stage / std cells / hold WS [ns]
floorplan: 4080 / 0.422
global placement: 4863 / 0.442
detailed placement: 4863 / 0.446
CTS: 4950 / 0.453
global route: 4951 / 0.466
finish: 4952 / 0.452
[cells in the final DEF, fill, tap and decap left out, types with 7 or more instances in the layout]
cell / n
nor2_1: 177
a211oi_1: 43
nand3_1: 88
nand2_1: 728
a31oi_1: 19
o221ai_1: 7
buf_4: 33
a211o_1: 7
or4_1: 8
xnor2_1: 39
a21o_1: 86
nand2b_1: 10
nor4_1: 14
nor2b_1: 22
nor3_1: 30
nand4_1: 102
inv_1: 680
xor2_1: 24
a221oi_1: 9
o21bai_1: 15
clkbuf_16: 51
a21oi_1: 532
o211ai_1: 25
and3_1: 7
o21ai_0: 150
clkbuf_1: 19
a32oi_1: 8
clkbuf_8: 9
o21a_1: 16
and4_1: 9
ha_1: 574
clkdlybuf4s50_1: 134
dfxtp_1: 390
[per-layer routing]
| layer | part of all wire [%] | GRT usage (%) | up-vias |
|---|---|---|---|
| met3 | 5.1 | 5.23 | 142 |
| met4 | 3.0 | 7.79 | 4 |
| li1 | - | - | 13900 |
| met1 | 46 | 42.9 | 12300 |
| met2 | 46 | 48.4 | 547 |
| met5 | 0.037 | 0 | - |
[worst paths after layout]
kind                                  start                        end  slack (ns)  cells after the start
setup / recovery                 address[8]  end_address_buffer[1][63]       10.59                     15
hold / removal    end_address_buffer[2][47]  end_address_buffer[2][47]        0.45                      2
setup reg to reg                   count[3]  end_address_buffer[1][62]       15.82                     10
hold reg to reg   end_address_buffer[2][47]  end_address_buffer[2][47]        0.45                      2
Power is estimated from default activity; no workload was simulated.
