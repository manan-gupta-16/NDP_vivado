--- /design/flow/run.sh ---
#!/bin/bash
# OpenROAD 26Q1-2900-gdf79404cd8, Yosys 0.63+post, stock flow scripts
make -C /OpenROAD-flow-scripts/flow DESIGN_CONFIG=/design/flow/config.mk WORK_HOME=/design/flow/orfs finish
--- /design/flow/config.mk ---
export PLATFORM = sky130hd
export DESIGN_NAME = fletcher64_checksum
export DESIGN_NICKNAME = fletcher64_checksum
export VERILOG_FILES = /design/flow/design.v
export SDC_FILE = /design/flow/constraint.sdc
export NUM_CORES = 4
export LEC_CHECK = 1
export CORE_UTILIZATION = 50
--- /design/flow/constraint.sdc ---
current_design fletcher64_checksum

set clk_period 17.5
set clk_io_pct 0.2

create_clock -name clk0 -period $clk_period [get_ports {clk}]

set non_clock_inputs [all_inputs -no_clocks]
set_input_delay [expr $clk_period * $clk_io_pct] -clock clk0 $non_clock_inputs
set_output_delay [expr $clk_period * $clk_io_pct] -clock clk0 [all_outputs]
--- /design/flow/design.v ---
`timescale 1ns / 1ps
module fletcher64_checksum (
    input clk,
    input rst,
    input valid,
    input [63:0] data,
    input [63:0] csum,
    output [63:0] seq
);
reg [31:0] lo32;
reg [31:0] hi32;
assign seq = (hi32 << 32) | lo32;
always @ (posedge clk) begin
    if(~rst) begin
        lo32 <= 0;
        hi32 <= 0;
    end
    else if(valid) begin
        lo32 <= csum[31:0] + data[31:0];
        hi32 <= csum[63:32] + csum[31:0] + data[31:0];
    end
end
endmodule
==> summary.txt <==
Pin count of the biggest net entering global routing: 41
Arr. time, crit path: 7.13 ns
Worst Setup Start Kind: primary input
Critical path class: primary input to flip-flop
FF-to-FF Start: lo32[28]
Final Max-Slew Violation Tally: 0
PwrDens: 86.9 mW/mm^2
Top cells, area: dfxtp_1 (21%), ha_1 (13%), fa_1 (11%)
DRT Wirelength: 18400 um
Syn Inst Count: 728
R2r setup slk: 16.64 ns
Number of enable flip-flop cells: 0
Number of cells in Yosys stat: 728
Port bufs: 162
Fill count: 844
Initial antenna violation count: 0
Fin area: 0.00811 sq mm
Die width: 112 um
# H-tree levels: 3
Via count: 6162
Postcts setup bufs: 0
GPL Wtd Cong: 0.914
Init Core Util: 52.4%
Share of layout cells above drive strength 1: 3.85%
Die height: 112 um
Synth unique cells: 66
Final HPWL DP: 14800 um
DRT Pass-1 Iters: 19
Tmin final: 6.93 ns
Max Cap Violations: 0
Hold buffers post-CTS: 0
First-pass GRT wire length: 29900 um
FFs w/ async S/R, synth: 0%
Final hold vios: 0
Setup WS post-layout: 10.57 ns
WP buf/inv: 1
Tool Warnings: 58
Reg2Reg Depth: 3
GRT Total Usage: 30.7%
CTS tree: built
Worst slack at placement: 10.21 ns
Worst-Margin Slew: 0.902 ns
Final setup vio count: 0
Top area contributor share: 21.1%
Routed Antenna Nets: 0
Dominant Register Cell: dfxtp_1
Crit path max-delay family: AND-OR/OR-AND gates
Relative slew margins: 39.7%
Final Util: 69.9%
Clock Tree Root: clkbuf_16
Crit Path Max Fanout: 4
Fmax: 0.144 GHz
R2R Path End: lo32[28]
Drt drc: 0
CP endpoint kind: flip-flop
Type of the worst min-delay path: flip-flop to flip-flop
Vias in the first global route: 5975
Die area: 0.0126 sq mm
IO Count: 195
Synth flops: 64
RSZ-0062 raised after global routing: false
Synthesized area per cell: 8.35 sq um
Yosys stat area: 0.00608 sq mm
Final TNS setup: 0 ns
Post-CTS resize count: 0
Hold path depth: 2
WL/cell: 17.9 um
Netlist Area Pre-Place: 0.00608 sq mm
Max Clock Skew: 0 ns
Final period util: 39.6%
Worst Path Required: 17.70 ns
FP Rows: 39
CP cell instances: clkdlybuf4s50_1, fa_1, ha_1, fa_1, a21o_1, a221oi_2, o21ai_1, o21bai_1, o21bai_1, a21oi_1, xor2_1, o21ai_0
Routed vias/inst: 6.00
Bufs on Longest Clock Path: 2
Core area: 0.0116 sq mm
Syn-to-layout area delta: 33.4%
Synth area leader: dfxtp_1
CTS clk-pin slew, worst paths: 0.05 ns
Hold path start: lo32[22]
Initial DRC count: 418
Max VDD drop: 0.0000791 V
Worst path max stage delay: 0.50 ns
Clk latency of the worst-skew pair: 0.34 ns
Num CTS Buffers: 9
Leakage: 3.38 nW
Critical path's slowest cell: fa_1
Status: finished, final reports clean
Hold WS: 0.441 ns
Placed instance area: 0.00780 sq mm
Total grt overflow: 0
Clock sinks: 64
Worst Hold End: lo32[22]
ANT cells: 0
Synth warnings: 1
Sequential share of the synthesized area: 21.1%
## synthesized netlist by cell type (3+ instances only)
library cell / n
buf_2: 3
o31a_1: 3
ha_1: 61
o211ai_1: 7
o31ai_2: 3
nor3_1: 14
o21bai_1: 13
clkbuf_1: 20
a31oi_1: 6
or2_2: 4
o21ai_1: 19
and2_1: 3
mux2i_1: 21
o21ai_0: 34
nor2_1: 66
dfxtp_1: 64
nand3_1: 15
nand3b_1: 3
and3_1: 5
nor4_1: 3
nand2_1: 68
o31ai_1: 4
fa_1: 33
inv_1: 28
a21oi_1: 68
a21o_1: 30
nand4_1: 15
or3_1: 4
o21a_1: 9
xor2_1: 19
a211oi_1: 10
nor2b_1: 4
xnor2_1: 26
## flip-flops by register name (all words and copies together) (netlist names)
register,flops
hi32,32
lo32,32
## worst max path at each step
stage                 startpoint  cells after the start       end  slack (ns)
after CTS                data[1]                     12  hi32[27]       10.53
after global routing     csum[1]                     12  hi32[27]       10.34
final                    data[1]                     12  hi32[27]       10.57
## cells by family (layout without fill, tap and decap cells)
logic type	Yosys count	after routing	synth area share, %
multiplexers	21	21	3.46
flip-flops	64	64	21.1
AND/OR/NAND/NOR	209	209	15.6
buffers and inverters	55	211	3.58
XOR/XNOR	45	45	6.48
AND-OR/OR-AND	240	240	26.4
adder cells (fa/ha/maj)	94	94	23.4
## tightest hold or removal path, cell delays in order (launching register included)
cell	delay, ns
dfxtp_1	0.30
nand2_1	0.05
o21ai_1	0.05
## per-stage QoR
stage	std cells	total power [W]
floorplan	728	0.000378
global placement	1011	0.000503
detailed placement	1011	0.000506
CTS	1027	0.000705
global route	1027	0.000750
finish	1027	0.000705
## layer usage
metal,GRT usage (%),share of wire (%),vias up
met2,46.2,43,273
met5,0,0,-
met3,7.93,8.4,29
met4,5.24,1.8,0
met1,46.5,46,2905
li1,-,-,2955
## power breakdown
part	leakage (nW)	internal, W	switching, W
Sequential	0.529	0.000169	0.0000118
Combinational	2.70	0.000162	0.000169
Clock	0.150	0.000125	0.0000687
## cell type report
type	instances	area, sq um	area share, %
Clock inverter	5	81.3	1.00
Timing Repair Buffer	166	1650	20.3
Multi-Input combinational cell	609	4580	56.5
Tap cell	143	179	2.21
Inverter	29	109	1.34
Sequential cell	64	1280	15.8
Clock buffer	11	233	2.87
## cell usage in the layout (no fill, tap or decap), drive strengths merged, types with 13 or more instances in the layout
| cell type | instances |
|---|---|
| a21o | 30 |
| a21oi | 68 |
| clkdlybuf4s50 | 161 |
| dfxtp | 64 |
| fa | 33 |
| ha | 61 |
| inv | 28 |
| mux2i | 21 |
| nand2 | 68 |
| nand3 | 15 |
| nand4 | 15 |
| nor2 | 66 |
| nor3 | 14 |
| o21ai | 53 |
| o21bai | 13 |
| xnor2 | 26 |
| xor2 | 19 |
No activity file was given, so power comes from the tool's default toggle rates.
